File: design/flow/design.v
module alu_flags #(parameter N=4)(input logic [N-1:0] A,B,  
	input logic[2:0]H,  
	input logic Cin,  
	output logic[N-1:0] F,  
	output logic [3:0]ALUflags);  
	wire cout,neg,zero,overflow,cout_t,over_t; 
	wire [N-1:0] Y,sum;
	assign Y = H[1] ? (H[0] ? 
										{N {1'b1}}
                                       : ~B )
														: (H[0] ? B 
																		: {N {1'b0}} );
	  full_adder sumador(A,Y,Cin,cout_t,over_t,sum);
	always_comb
			case(H)
			4: F=A&B;
			5: F=A|B;
			6: F=A^B;
			7: F=~A;
			default: F=sum;
		endcase
	assign neg = F[N-1];
   assign zero = (F == {N {1'b0}});
   assign cout = ~H[2] & cout_t;
	assign overflow = ~H[2] & over_t;
   assign ALUflags = {overflow, neg, zero,cout };
endmodule
module full_adder #(parameter N=4)(input logic [N-1:0] A,B,
	input logic Cin,
	output logic Cout,overflow,
	output logic[N-1:0] F);
	wire Cn; 
	assign {Cout,F} = A + B + Cin;
	assign Cn = (~A[N-1]&~B[N-1]&F[N-1])|(~A[N-1]&B[N-1]&~F[N-1])|(A[N-1]&B[N-1]&F[N-1])|(A[N-1]&~B[N-1]&~F[N-1]); 
	assign overflow = Cn ^ Cout;
endmodule
module reg_controller #(parameter N = 2, M = 4)
                 (input logic clk,
                  input logic we3,
                  input logic [N-1:0] a1, a2, a3,
                  output logic [M-1:0] d1, d2,
                  input logic [M-1:0] d3);
  logic [M-1:0] mem[2**N-1:0];
  always_ff @(posedge clk)
    if (we3) mem[a3] <= d3;
  assign d1 = mem[a1];
  assign d2 = mem[a2];
endmodule
module shiffter #(parameter N=4)( 
 input logic signed [N-1:0] F,  
 input logic [1:0] H,  
 output logic signed [N-1:0] S  
 ); 
 always_comb  
	case(H)
	 3'b01: S=F<<1;  
	 3'b10: S=F>>1;  
	 3'b11: S=N[1'b0];  
	 default: S=F;  
   endcase
endmodule
module unidad_procesadora #(parameter N=4)
								(input logic clk, 
								input logic [15:0] ctrl_word,
								 input logic [N-1:0] DATA_IN,Constant_IN,
								output logic [3:0] stateBits,
								output logic [N-1:0] DATA_out,Address_out);
			logic we, MB_sel, MF_sel, MD_sel;
			logic [1:0] A,B,D,H;
			logic [3:0] G;
			assign A= ctrl_word[15:14];	 
			assign B= ctrl_word[13:12]; 	 
			assign D= ctrl_word[11:10]; 	 
			assign we=ctrl_word[9];     	 
			assign MB_sel=ctrl_word[8]; 	 
			assign G=ctrl_word[7:4];    	 
			assign H=ctrl_word[3:2];    	 
			assign MF_sel=ctrl_word[1]; 	 
			assign MD_sel=ctrl_word[0]; 	 
			logic [N-1:0] Ra,Rb,ALU_out,SHIFTTER_out,Y,F1,F2;
			logic [3:0] flags;
			assign Y=MB_sel ? Rb : Constant_IN;
			reg_controller REG_FILE(clk,we,A,B,D,Ra,Rb,F2);  
			alu_flags alu(Ra,Y,G[3:1],G[0],ALU_out,flags);  
			shiffter SHIFTER_unit(Y,H,SHIFTTER_out);  
			assign Address_out = Ra;
			assign DATA_out= Y;
			assign F1 = MF_sel ? SHIFTTER_out : ALU_out;
			assign F2 =  MD_sel ? DATA_IN :F1;
			always_ff@(posedge clk)
			stateBits <= flags;
endmodule
File: design/flow/run.sh
#!/bin/bash
# OpenROAD 26Q1-2900-gdf79404cd8, Yosys 0.63+post, stock flow scripts
make -C /OpenROAD-flow-scripts/flow DESIGN_CONFIG=/design/flow/config.mk WORK_HOME=/design/flow/orfs finish
File: design/flow/config.mk
export PLATFORM = sky130hd
export DESIGN_NAME = unidad_procesadora
export DESIGN_NICKNAME = unidad_procesadora
export VERILOG_FILES = /design/flow/design.v
export SDC_FILE = /design/flow/constraint.sdc
export NUM_CORES = 4
export LEC_CHECK = 1
export CORE_UTILIZATION = 30
File: design/flow/constraint.sdc
current_design unidad_procesadora

set clk_period 5.6
set clk_io_pct 0.2

create_clock -name clk0 -period $clk_period [get_ports {clk}]

set non_clock_inputs [all_inputs -no_clocks]
set_input_delay [expr $clk_period * $clk_io_pct] -clock clk0 $non_clock_inputs
set_output_delay [expr $clk_period * $clk_io_pct] -clock clk0 [all_outputs]
==> results.yml <==
# flow metrics
worst_setup_path:
  crit_path_start_kind: "primary input"
  critPathMaxFanout: 9
  required_ps: 4480
  critPathCaptureType: "primary output"
  path_class: "in2out"
  worst_ep_arrival_time_ps: 3180
logic_synthesis:
  synth_warnings: 4
  yosysCellCount: 149
  synth_cell_types: 45
  synthArstFlopShare: 0
  synthFlopType: "edfxtp_1"
  synth_seq_share: 0.348
  netlist.area_leader.share: 0.298
  ys.flops: 20
  syn_area_um2: 1610
  syn_avg_cell_area_um2: 10.8
  synth_top_cell_by_area: "edfxtp_1"
  ys_area_um2: 1610
  synthCells: 149
  edf_count: 16
  synthTopCellsByArea: "edfxtp_1 (30%), ha_1 (11%), mux2i_1 (7.5%)"
timing:
  max_slew_margin: 0.564
  fmax_mhz: 232
  fin_skew_ps: 4.32
  rsz0062_at_grt: "no"
  slew_viol_final: 0
  finalSetupViolations: 0
  min_period_over_period: 0.769
  tightest_slew_ps: 654
  hold_viol_final: 0
  fin_tns_setup_ps: 0
  min_period_ps: 4300
drt:
  avgViaCountPerCell: 4.86
  num_vias: 1230
  drt_pass1_iterations: 4
  final_antenna_net_count: 0
  drtIter0Drc: 50
  drc: 0
  diodes: 0
  wl_per_cell_um: 14.2
  totalWireLength_um: 3600
layout:
  ff_latch_area_um2: 561
  utilization: 0.406
  layout-drive-gt1-share: 0.0820
  finalNonFillerCells: 253
  logic_area_um2: 948
  fillers: 534
  synthToLayoutAreaGrowth_pct: 29.4
placement:
  dp.cells: 249
  hpwlAfterDp_um: 2860
  gp_congestion: 0.852
  numPortBuffers: 36
hold_path:
  hold_path_class: "reg2reg"
global_route:
  grt_max_degree: 13
  antenna_found_initial: 0
  grt_pass1_vias: 1200
  grt_pass1_wl_um: 5860
  grt_overflow: 0
  grt_usage: 0.143
clock_tree:
  h-tree-depth: 1
  clkSinkCount: 20
  cts_tree: "built"
  clk_path_buf_depth: 2
  post_cts_resized: 0
  cts_setup_buffers: 0
  root_buffer: "clkbuf_8"
  insertion_delay_ps: 260
  cts.clk_slew.worst_paths_ps: 70
  cts_hold_buffers: 0
  cts_buffers: 3
job:
  maxCapViolations: 0
  warnings: 32
pwr:
  vdd_ir_drop_max_uv: 81.0
  powerDensity_nw_per_um2: 223
  p_leak_nw: 0.842
  power_w: 0.000465
floorplanning:
  fp_util: 0.313
  fp.dieW_um: 75.3
  chip_area_um2: 5660
  ios: 37
  rows: 26
  coreArea_um2: 5140
  die_h_um: 75.3
run_status:
  status: "complete, no violations"
==> Yosys cell counts (all sizes together) (2+ instances only) <==
library cell,count
inv,15
nor3,6
nor2b,5
xnor2,2
mux2i,13
nor3b,3
nand2,4
ha,14
mux2,6
edfxtp,16
o21ai,3
fa,2
buf,5
o22ai,4
dfxtp,4
mux4,4
a21oi,5
nand2b,4
a221o,2
o221ai,3
nor2,13
==> metal layers <==
| metal | share of wire | wire length, µm | vias to the layer above | global-route usage |
|---|---|---|---|---|
| li1 | - | - | 622 | - |
| met1 | 0.52 | 1890 | 567 | 0.234 |
| met2 | 0.41 | 1490 | 37 | 0.210 |
| met3 | 0.050 | 179 | 4 | 0.0312 |
| met4 | 0.011 | 39 | 0 | 0.0123 |
| met5 | 0 | 0 | - | 0 |
==> per-stage QoR <==
| step | setup WS (ps) | hold slack, ps | area (µm²) |
|---|---|---|---|
| 4_1_cts | 1270 | 1020 | 2080 |
| 2_1_floorplan | 2050 | 902 | 1610 |
| 3_5_place_dp | 1120 | 1010 | 2010 |
| 5_1_grt | 1110 | 1100 | 2080 |
| 6_report | 1300 | 1010 | 2080 |
| 3_3_place_gp | 1150 | 1050 | 2010 |
==> registers in the layout, summed over array words and instances, names as in the netlist <==
name	count
REG_FILE.mem	16
stateBits	4
==> cell type report <==
| class | instances | share of cell area |
|---|---|---|
| timing repair buffer | 36 | 0.173 |
| sequential | 20 | 0.269 |
| clock inverter | 1 | 0.0144 |
| tap | 70 | 0.0420 |
| clock buffer | 3 | 0.0198 |
| inverter | 15 | 0.0270 |
| multi-input combinational | 108 | 0.455 |
==> logic make-up (layout without fill, tap and decap cells) <==
logic type               Yosys count  count (layout)  share of synthesized area
buffers and inverters             21              55                     0.0629
AND-OR/OR-AND                     26              26                      0.119
AND/OR/NAND/NOR                   41              41                      0.140
flip-flops                        20              20                      0.348
adder cells (fa/ha/maj)           16              16                      0.134
multiplexers                      23              23                      0.186
XOR/XNOR                           2               2                     0.0109
==> final timing paths <==
path | from | endpoint | slack [ps] | cells after the start
worst min register to register | REG_FILE.mem[2][3]$_DFFE_PP_ | stateBits[2]$_DFF_P_ | 1010 | 4
worst min-delay path | REG_FILE.mem[2][3]$_DFFE_PP_ | stateBits[2]$_DFF_P_ | 1010 | 4
worst max-delay path | ctrl_word[12] | DATA_out[2] | 1300 | 5
worst max register to register | REG_FILE.mem[0][0]$_DFFE_PP_ | REG_FILE.mem[0][3]$_DFFE_PP_ | 2570 | 10
==> worst max-delay path, stage by stage <==
cell	delay, ps
clkdlybuf4s50_1	720
mux2_1	210
o22ai_1	60
nor2_1	500
clkdlybuf4s50_1	580
==> placed cells by master (no fill, tap or decap), types with 2 or more instances in the layout <==
master | netlist | routed
o22ai_1 | 4 | 4
edfxtp_1 | 16 | 16
mux2i_1 | 12 | 12
o21ai_0 | 2 | 2
mux4_1 | 2 | 2
nor2_1 | 13 | 13
dfxtp_1 | 4 | 4
o221ai_1 | 3 | 3
nor3_1 | 5 | 5
clkbuf_8 | 0 | 3
ha_1 | 14 | 14
nor3b_1 | 3 | 3
mux2_2 | 5 | 5
clkdlybuf4s50_1 | 0 | 36
nor2b_1 | 5 | 5
fa_1 | 2 | 2
mux4_2 | 2 | 2
a221o_1 | 2 | 2
nand2_1 | 4 | 4
inv_1 | 15 | 15
a21oi_1 | 4 | 4
xnor2_1 | 2 | 2
nand2b_1 | 4 | 4
==> where the power goes <==
group,total (W),switching (W),internal [W],leakage (nW)
clock network,0.000141,0.0000455,0.0000953,0.0357
logic,0.000146,0.0000668,0.0000789,0.625
registers,0.000178,0.00000386,0.000174,0.181
Power and IR drop assume default switching activity.
