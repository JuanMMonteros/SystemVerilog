==> design/flow/design.v <==
module alu_ej1 #(parameter N=4)(input logic [N-1:0] A,B,
	input logic[2:0]H,
	input logic Cin,
	output logic[N-1:0] F);
	always_comb
			case(H)
			0: F=A+Cin;
			1: F=A+B+Cin;
			2: F=A+~B+Cin;
			3: F=A+Cin-1;
			4: F=A&B;
			5: F=A|B;
			6: F=A^B;
			7: F=~A;
			default: F=A;
		endcase
endmodule
==> design/flow/run.sh <==
#!/bin/bash
# OpenROAD 26Q1-2900-gdf79404cd8, Yosys 0.63+post, stock flow scripts
make -C /OpenROAD-flow-scripts/flow DESIGN_CONFIG=/design/flow/config.mk WORK_HOME=/design/flow/orfs finish
==> design/flow/config.mk <==
export PLATFORM = sky130hd
export DESIGN_NAME = alu_ej1
export DESIGN_NICKNAME = alu_ej1
export VERILOG_FILES = /design/flow/design.v
export SDC_FILE = /design/flow/constraint.sdc
export NUM_CORES = 4
export LEC_CHECK = 1
export CORE_AREA = 10 10 71 71
export DIE_AREA = 0 0 81 81
==> design/flow/constraint.sdc <==
current_design alu_ej1

set clk_period 2.3
set clk_io_pct 0.2

create_clock -name clk0 -period $clk_period

set non_clock_inputs [all_inputs -no_clocks]
set_input_delay [expr $clk_period * $clk_io_pct] -clock clk0 $non_clock_inputs
set_output_delay [expr $clk_period * $clk_io_pct] -clock clk0 [all_outputs]
==> CHANGELOG.md <==
### Physical design

- Top-Level Pins: 16
- CP startpoint kind: input port
- Fin crit period: 2.75 ns
- First-pass GRT wire length: 3570 µm
- Pwr Total: 0.000241 W
- # Cells Yosys: 89
- Mapped Area: 714 µm²
- Post-synth top area cell: ha_1
- Hold Startpoint: B[0]
- Top cells by count, synth: ha_1 (14), inv_1 (13), nor2_1 (7)
- DP Area: 1090 µm²
- Largest net degree at the start of global routing: 10
- Register area: 0 µm²
- CP max FO: 3
- Post-DRT Antenna Nets: 0
- Required @ worst endpoint: 1.84 ns
- DR WL/cell: 11.7 µm
- Area Growth Syn to Fin: 73.2%
- Critical-path top delay cell: mux4_2
- Tool warning count: 43
- Vias in the first global route: 780
- Worst hold path endpoint: F[0]
- Final instance area: 1240 µm²
- Post-route setup TNS: -0.949 ns
- Core Box Area: 3630 µm²
- Total track usage: 0.0661
- Max layer used: met3
- Period utilization: 1.20
- FP Rows: 22
- Fp util: 0.197
- Met2 wire len: 1010 µm
- Layout clock buffers: 0
- Met1 wire length: 998 µm
- # diodes: 0
- HPWL after DPL: 1630 µm
- Ratio of cells with drive above 1 in the final layout: 0.527
- Initial antenna violation count: 0
- Worst-Margin Slew: 0.279 ns
- Setup Viol. Count Final: 4
- Flops: 0
- Violated checks: setup timing
- Hold Crit Depth: 6
- CP Cell Sequence: buf_8 -> clkinvlp_4 -> fa_2 -> inv_2 -> fa_1 -> mux2_4 -> mux4_2 -> buf_2
- Routed WL: 2100 µm
- YS chip area: 714 µm²
- Gate Count Post-Synth: 89
- Vias: 788
- Slew Limit Fails: 0
- Fin worst setup slack: -0.452 ns
- Unrepaired setup endpoints after global routing: yes
- WS Path Type: input port to output port
- WL met3: 84 µm
- Crit end category: output port
- Final Hold Viols: 0
- Worst endpoint data arrival time: 2.29 ns
- Seq share, synth: 0
- Distinct lib cells: 35
- # port buffers: 16
- Top-count cell post-synth: ha_1
- Fmax: 363 MHz
- Run status: complete, but fails checks
- Pleak: 0.563 nW
- Post-route insts no fill: 179
- Synth Warn #: 1
- PwrDens: 195 nW/µm²
- # DRC: 0
- Synth top area share: 0.245
- Slew headroom: 0.811
- Worst Hold Class: input port to output port
- Placed insts: 171
- Vias/cell: 4.40
- Crit path largest cell delay: 0.45 ns
- Maximum vdd drop: 55.6 µV
- Detailed Routing Iterations Pass 1: 4
- CTS Hold Bufs: 0
- Max-cap viol count: 0
- DIE HEIGHT: 81 µm
- Die area: 6560 µm²
- Initial DRC Count: 34
- Syn_area_per_cell: 8.03 µm²
- Top area cell types: ha_1 (25%), fa_1 (11%), inv_1 (6.8%)
- Die X: 81 µm
- Final Wtd Congestion: 0.837
- Gr ovfl total: 0
## cells in the final DEF (no fill, tap or decap), types with 4 or more instances in the layout
cell | synthesis | final
nor2_1 | 7 | 7
nand2_1 | 4 | 4
inv_2 | 0 | 9
buf_4 | 1 | 25
ha_4 | 0 | 4
a21oi_1 | 6 | 5
ha_1 | 14 | 8
buf_2 | 2 | 6
buf_6 | 0 | 7
## how the worst max path moves through the flow
stage	startpoint	end	slack, ns
4_1_cts	A[0]	F[1]	-0.50
5_1_grt	A[0]	F[1]	-0.53
6_report	A[0]	F[1]	-0.45
## per-layer routing
layer / GRT usage / vias to the layer above
li1: - / 399
met5: 0 / -
met4: 0 / 0
met3: 0.00668 / 0
met2: 0.109 / 15
met1: 0.0972 / 374
## power by group
part / internal [W] / switching (W)
combinational: 0.000140 / 0.000101
sequential: 0 / 0
clock: 0 / 0
total: 0.000140 / 0.000101
## through the flow
step	hold WS [ns]	worst slack, ns	utilization
after floorplan	1.11	-0.217	-
after detailed placement	2.16	-1.30	0.301
after global routing	1.66	-0.531	0.341
after global placement	2.16	-1.30	0.301
final	1.59	-0.452	0.341
after CTS	1.65	-0.501	0.337
## layout make-up
class | count | area, µm²
fill | 379 | 2400
inverter | 13 | 52.6
multi-input combinational | 71 | 731
tap | 48 | 60.1
timing repair buffer | 47 | 394
## critical path, delay by kind of cell
kind / cells / cell delay, ns
fa+ha+maj: 2 / 0.74
mux: 2 / 0.71
buf+inv: 4 / 0.37
## logic make-up after synthesis
group,synth area share
compound gates,0.214
xor+xnor,0.0490
fa+ha+maj,0.357
buf+inv,0.103
mux,0.121
simple gates,0.156
## repair_timing
item,4_1_cts,5_1_grt
resized,66,8
pin swaps,12,8
buffers inserted,8,4
gates cloned,0,0
setup endpoints to repair,4,4
Power and IR drop assume default switching activity.
